--- flow/config.mk ---
export PLATFORM = sky130hd
export DESIGN_NAME = lab4_combined
export DESIGN_NICKNAME = lab4_combined
export VERILOG_FILES = /design/flow/design.v
export SDC_FILE = /design/flow/constraint.sdc
export NUM_CORES = 4
export LEC_CHECK = 1
export CORE_UTILIZATION = 40
--- flow/run.sh ---
#!/bin/bash
# OpenROAD 26Q1-2900-gdf79404cd8, Yosys 0.63+post, stock flow scripts
make -C /OpenROAD-flow-scripts/flow DESIGN_CONFIG=/design/flow/config.mk WORK_HOME=/design/flow/orfs finish
--- flow/constraint.sdc ---
current_design lab4_combined

set clk_period 11.8
set clk_io_pct 0.2

create_clock -name clk0 -period $clk_period

set non_clock_inputs [all_inputs -no_clocks]
set_input_delay [expr $clk_period * $clk_io_pct] -clock clk0 $non_clock_inputs
set_output_delay [expr $clk_period * $clk_io_pct] -clock clk0 [all_outputs]
--- flow/design.v ---
module lab4_combined(A, B, cin, opcode, status, F, c);
input [31:0] A;
input [31:0] B;
input [4:0] c;
input cin;
input [2:0] opcode;
output [3:0] status;
output [31:0] F;
wire [3:0] status;
wire [31:0] F;
wire [31:0] xout, andout, orout, norout;
wire [31:0] s;
wire [31:0] In8;
assign xout = A^B;
assign andout = A&&B;
assign orout = A||B;
assign norout = ~A||B;
callAdder dd(A, B, cin, status[3], s);
assign status[0] = (F == 32'b0)?1:0;
assign status[1] = F[31];
assign status[2] = (~(A[31] ^ B[31]) & (A[31]^F[31]));
lab4_mux uu( F,
  opcode,
  xout,
  andout,
  orout,
  norout,
  s,
  L,
  R,
  In8);
  endmodule
module lab4_fulladder(x,y,c_out,c_in,s);
   input x,y,c_in;
   output s,c_out;
 assign s = (x^y) ^ c_in;
 assign c_out = (y&c_in)| (x&y) | (x&c_in);
endmodule  
module callAdder(A, B, cin, cout, s);
wire[31:0] carry;
input [31:0]A;
input [31:0]B;
output [31:0]s;
genvar i;
input cin;
output cout;
assign carry[0] = cin;
assign cout = carry[31];
generate
for(i=0; i<31; i=i+1) begin: lab4_fulladder
lab4_fulladder inst(A[i], B[i], carry[i+1], carry[i], s[i]);
end
endgenerate
endmodule
module lab4_mux( Out,
  Sel,
  In1,
  In2,
  In3,
  In4,
  In5,
  In6,
  In7,
  In8
  ); 
input [31:0]  In1,
  In2,
  In3,
  In4,
  In5,
  In6,
  In7,
  In8;  
input [2:0] Sel;  
output [31:0] Out;  
reg [31:0] Out; 
always @ (In1 or In2 or In3 or In4 or In5 or In6 or In7 or In8 or Sel) 
begin 
 case (Sel) 
  3'b000 : Out = In1; 
  3'b001 : Out = In2; 
  3'b010 : Out = In3; 
  3'b011 : Out = In4; 
  3'b100 : Out = In5; 
  3'b101 : Out = In6; 
  3'b110 : Out = In7; 
  3'b111 : Out = In8; 
  default : Out = 8'bx; 
 endcase 
end  
endmodule
==> run summary <==
Update from the flow run.

The number of vias per cell is 4.975. The critical path in the final layout is reported with a setup slack of -4389 ps. Total global-route track usage over all layers is 28.90%.

Per the OpenROAD floorplan log, the area of the die is 5481 sq um. Summing all flip-flop and latch instances after layout gives 0 sq um. The number of maximum-capacitance violations is 0.

The kind of start point of the critical path is a primary input. After routing the design area is 3566 sq um. The final sum of negative setup slack is -34480 ps.

The first global-routing pass estimated 11420 um of wire. The total of warnings raised by yosys is 40. Post-synthesis, Yosys gives the total cell area as 2076 sq um. After synthesis the cells add up to 2076 sq um. The transition time of the tightest slew-check pin is 644.9 ps. The initial antenna violation count is 0. The HPWL reported at the end of detailed placement is 6379 um. The design has 0 sequential cells. The final-layout clock buffer total is 0. The routability-driven placement congestion ratio is 0.9235. The floorplan has 25 rows. The instance count of the mapped netlist is 267. In this run the tightest slew margin relative to its limit is 56.87%.

The worst-path cell with the longest stage delay is sky130_fd_sc_hd__fa_1. The maximum fanout along the worst path is 2. The placement report lists the number of port buffers as 104.

The number of routed nets with antenna violations is 0. The number of placed cells counting well taps is 475. The area after detailed placement is 3568 sq um.

The checks that failed: setup timing. The core region is 4848 sq um. The flow measured a signed area growth from synthesis to layout of 71.79%. The final routed DRC violation total is 0. In this run the VDD rail shows a maximum IR drop of 26.23 uV. The number of antenna repair diodes is 0. In this run the tools logged warnings totalling 72. For this run, the slowest stage of the critical path takes 400 ps. For this configuration, the core starts out at a cell density of 42.81%.

The filler cells instantiated in the layout total 377. The number of distinct library cells after synthesis is 36. The number of global-route vias before repair is 2424. Setup repair after global routing could not meet its margin everywhere. The number of iterations in the first detailed-routing pass is 4.

The detailed-route wire length is 7287 um. The timing-limited maximum frequency is 61.77 MHz. The DRC violation total after the first TritonRoute iteration is 172. The global route stage reports its total congestion overflow as 0. The worst setup path is captured at an output port.

The final setup violation count is 15. Hold-check failures listed in the final report amount to 0. The count of cells in the finished layout, fillers not included, comes to 477. Per STA, the library cell used most along the worst path is sky130_fd_sc_hd__fa_2. The min-delay analysis places its worst path in the category in2out. The sequential share of the synthesized area is 0%. The layout summary lists the proportion of cells stronger than drive strength 1 as 27.07%. For the finished layout, the period the worst path requires is 16190 ps. The detailed router placed 2373 vias in this run. The die is 74.04 um wide. At the end of the flow the core is filled with cells to 73.55%.

The average size of a mapped cell is 7.774 sq um. The die height is 74.04 um. The total power is 153.2 uW. By startpoint and endpoint, the worst setup path is classified as in2out. The average detailed-routed wire length per instance is 15.28 um.

The signal arrival time at the worst endpoint is 13830 ps. The leakage power total is 0.001665 uW. Entering global routing, the biggest net connects 29 pins.

The number of max-slew violations in the final report is 0. The flow ran to the end, but the final reports show violations. The post-route fraction of the period consumed by the critical path is 137.2%. In this run the count of I/O pins placed on the die edge is 109. Data on the critical path is required at its endpoint by 9440 ps. The power density relative to cell area is 42.95 nW/um^2. The synthesized netlist was found by Yosys to have 267 cells.
-- path summary, 6_finish.rpt --
check / to / cells past startpoint / startpoint / slack (ps)
worst max-delay path: status[0] / 38 / A[0] / -4390
worst min-delay path: status[0] / 6 / B[0] / 5340
-- kinds of logic after synthesis --
| group | count (synthesis) | synth area share, % |
|---|---|---|
| buf+inv | 73 | 14.35 |
| simple gates | 85 | 22.12 |
| mux | 4 | 1.929 |
| compound gates | 42 | 12.42 |
| fa+ha+maj | 63 | 49.19 |
-- critical path, delay by kind of cell --
family / cells / cell delay (ps)
AND-OR/OR-AND: 1 / 240
adder cells (fa/ha/maj): 31 / 10340
buffers and inverters: 4 / 330
AND/OR/NAND/NOR: 2 / 530
-- synth_stat cells, types with 2 or more instances --
cell type	number	area (sq um)
sky130_fd_sc_hd__o21ai_0	24	120.1
sky130_fd_sc_hd__or3_1	2	12.51
sky130_fd_sc_hd__inv_1	63	236.5
sky130_fd_sc_hd__nor2_1	3	11.26
sky130_fd_sc_hd__mux2i_1	4	40.04
sky130_fd_sc_hd__nor3_1	3	15.01
sky130_fd_sc_hd__a32o_1	3	30.03
sky130_fd_sc_hd__clkbuf_1	3	11.26
sky130_fd_sc_hd__ha_1	32	400.4
sky130_fd_sc_hd__fa_1	31	620.6
sky130_fd_sc_hd__a21oi_1	3	15.01
sky130_fd_sc_hd__nand4_1	13	81.33
sky130_fd_sc_hd__buf_4	2	15.01
sky130_fd_sc_hd__nor4_1	24	150.1
sky130_fd_sc_hd__nand3_1	2	10.01
sky130_fd_sc_hd__o21ai_1	3	15.01
sky130_fd_sc_hd__o21bai_1	2	15.01
sky130_fd_sc_hd__buf_1	2	7.510
sky130_fd_sc_hd__nand2_1	30	112.6
sky130_fd_sc_hd__buf_6	2	22.52
-- stage by stage --
step	hold slack [ps]	setup slack (ps)
final	5337	-4389
after global routing	5393	-4699
after CTS	5342	-4401
after detailed placement	5749	-5183
after global placement	5744	-5146
after floorplan	4807	-3740
-- routing by layer --
layer / GRT usage [%] / routed length (um)
met5: 0 / 0
met4: 4.274 / 113
met3: 4.808 / 527
met2: 44.34 / 3336
met1: 45.68 / 3310
-- cell type report --
class                      instances  area (sq um)  share of cell area [%]
inverter                          63         236.5                   6.632
multi-input combinational        194          1876                   52.60
tap                               67         83.83                   2.351
timing repair buffer             153          1370                   38.42
-- where the power goes --
part	switching (uW)	internal, uW
Combinational	66.2	87.0
Clock	0	0
Sequential	0	0
Total	66.2	87.0
-- timing repair --
action / in CTS / in global routing
hold buffers: 0 / 0
setup endpoints to repair: 17 / 16
cloned: 0 / 0
pin swaps: 11 / 4
gates resized: 87 / 9
buffers inserted: 10 / 2
-- layout by cell type (no fill, tap or decap), types with 3 or more instances in the layout --
cell / n
sky130_fd_sc_hd__clkdlybuf4s50_1: 84
sky130_fd_sc_hd__fa_2: 30
sky130_fd_sc_hd__nor4_1: 24
sky130_fd_sc_hd__inv_1: 58
sky130_fd_sc_hd__mux2i_1: 4
sky130_fd_sc_hd__o21ai_0: 15
sky130_fd_sc_hd__nand2_1: 30
sky130_fd_sc_hd__nand4_1: 13
sky130_fd_sc_hd__buf_2: 13
sky130_fd_sc_hd__buf_6: 7
sky130_fd_sc_hd__o21ai_1: 7
sky130_fd_sc_hd__ha_1: 32
sky130_fd_sc_hd__nor3_1: 3
sky130_fd_sc_hd__a32o_1: 3
sky130_fd_sc_hd__o21ai_2: 5
sky130_fd_sc_hd__nor2_1: 3
sky130_fd_sc_hd__inv_2: 5
sky130_fd_sc_hd__buf_4: 44
sky130_fd_sc_hd__a21oi_1: 3
Power and IR drop assume default switching activity.
