**/design/flow/design.v**
```verilog
module lab3_combined(s, o, B, s2, en, R, clock, D, sd);
	parameter N = 32;
	input [4:0] s;
   input [4:0] s2;
	input [4:0]sd; 
	output [N-1:0] B, o;
	wire [N-1:0] m;
	input en;
	input R;
	input clock;
	input [31:0] D;
	wire [31:0] Q0, Q1, Q2, Q3, Q4, Q5, Q6, Q7, Q8, Q9, Q10, Q11, Q12, Q13, Q14, Q15, Q16, Q17, Q18, Q19, Q20, Q21, Q22, Q23, Q24, Q25, Q26, Q27, Q28, Q29, Q30, Q31;
	lab3_mux instA(o,Q0, Q1, Q2, Q3, Q4, Q5, Q6, Q7, Q8, Q9, Q10, Q11, Q12, Q13, Q14, Q15, Q16, Q17, Q18, Q19, Q20, Q21, Q22, Q23, Q24, Q25, Q26, Q27, Q28, Q29, Q30, Q31, s); 
	lab3_mux instB(B,Q0, Q1, Q2, Q3, Q4, Q5, Q6, Q7, Q8, Q9, Q10, Q11, Q12, Q13, Q14, Q15, Q16, Q17, Q18, Q19, Q20, Q21, Q22, Q23, Q24, Q25, Q26, Q27, Q28, Q29, Q30, Q31, s2); 
	lab3_decoder instX(sd,m, en);
	lab3_register inst0(m[0], Q0, D, R, clock); 
	lab3_register inst1(m[1], Q1, D, R, clock);
	lab3_register inst2(m[2], Q2, D, R, clock);
	lab3_register inst3(m[3], Q3, D, R, clock);
	lab3_register inst4(m[4], Q4, D, R, clock);
	lab3_register inst5(m[5], Q5, D, R, clock);
	lab3_register inst6(m[6], Q6, D, R, clock);
	lab3_register inst7(m[7], Q7, D, R, clock);
	lab3_register inst8(m[8], Q8, D, R, clock);
	lab3_register inst9(m[9], Q9, D, R, clock);
	lab3_register inst10(m[10], Q10, D, R, clock);
	lab3_register inst11(m[11], Q11, D, R, clock);
	lab3_register inst12(m[12], Q12, D, R, clock);
	lab3_register inst13(m[13], Q13, D, R, clock);
	lab3_register inst14(m[14], Q14, D, R, clock);
	lab3_register inst15(m[15], Q15, D, R, clock);
	lab3_register inst16(m[16], Q16, D, R, clock);
	lab3_register inst17(m[17], Q17, D, R, clock);
	lab3_register inst18(m[18], Q18, D, R, clock);
	lab3_register inst19(m[19], Q19, D, R, clock);
	lab3_register inst20(m[20], Q20, D, R, clock);
	lab3_register inst21(m[21], Q21, D, R, clock);
	lab3_register inst22(m[22], Q22, D, R, clock);
	lab3_register inst23(m[23], Q23, D, R, clock);
	lab3_register inst24(m[24], Q24, D, R, clock);
	lab3_register inst25(m[25], Q25, D, R, clock);
	lab3_register inst26(m[26], Q26, D, R, clock);
	lab3_register inst27(m[27], Q27, D, R, clock);
	lab3_register inst28(m[28], Q28, D, R, clock);
	lab3_register inst29(m[29], Q29, D, R, clock);
	lab3_register inst30(m[30], Q30, D, R, clock);
	lab3_register inst31(m[31], Q31, D, R, clock);
endmodule
module lab3_decoder(s,m, en); 
	output reg [31:0]m; 
	input [4:0]s; 
	input en;
	always @(s or en)   
	begin 
		if (en == 1'b1) 
		case (s) 
			5'b00000: m = 1;
			5'b00001: m = 2;
			5'b00010: m = 4;
			5'b00011: m = 8;
			5'b00100: m = 16;
			5'b00101: m = 32;
			5'b00110: m = 64;
			5'b00111: m = 128;
			5'b01000: m = 256;
			5'b01001: m = 512;
			5'b01010: m = 1024;
			5'b01011: m = 2048;
			5'b01100: m = 4096;
			5'b01101: m = 8192;
			5'b01110: m = 16384;
			5'b01111: m = 32768;
			5'b10000: m = 65536;
			5'b10001: m = 131072;
			5'b10010: m = 262144;
			5'b10011: m = 524288;
			5'b10100: m = 1048576;
			5'b10101: m = 2097152;
			5'b10110: m = 4194304;
			5'b10111: m = 8388608;
			5'b11000: m = 16777216;
			5'b11001: m = 33554432;
			5'b11010: m = 67108864;
			5'b11011: m = 134217728;
			5'b11100: m = 268435456;
			5'b11101: m = 536870912;
			5'b11110: m = 1073741824;
			5'b11111: m = 2147483648;
			default: m = 1'bx; 
		endcase 
		if (en == 0) m = 1'b1; 
	end 
endmodule
module lab3_mux(o, i0,i1,i2, i3, i4, i5,i6,i7,i8,i9,i10,i11,i12,i13,i14,i15,i16,i17,i18,i19,i20,i21,i22,i23,i24,i25,i26,i27,i28,i29,i30,i31, s);
   parameter N=4;
	input [N-1:0] i0,i1,i2, i3, i4, i5,i6,i7,i8,i9,i10,i11,i12,i13,i14,i15,i16,i17,i18,i19,i20,i21,i22,i23,i24,i25,i26,i27,i28,i29,i30,i31;
   input [4:0] s;
   output reg [N-1:0] o;
	always @(s, i0,i1,i2, i3, i4, i5,i6,i7,i8,i9,i10,i11,i12,i13,i14,i15,i16,i17,i18,i19,i20,i21,i22,i23,i24,i25,i26,i27,i28,i29,i30,i31)
	begin
		case (s)
			5'b00000 : o = i0;
			5'b00001 : o = i1;
			5'b00010 : o = i2;
			5'b00011 : o = i3;
			5'b00100 : o = i4;
			5'b00101 : o = i5;
			5'b00110 : o = i6;
			5'b00111 : o = i7;
			5'b01000 : o = i8;
			5'b01001 : o = i9;
			5'b01010 : o = i10;
			5'b01011 : o = i11;
			5'b01100 : o = i12;
			5'b01101 : o = i13;
			5'b01110 : o = i14;
			5'b01111 : o = i15;
			5'b10000 : o = i16;
			5'b10001 : o = i17;
			5'b10010 : o = i18;
			5'b10011 : o = i19;
			5'b10100 : o = i20;
			5'b10101 : o = i21;
			5'b10110 : o = i22;
			5'b10111 : o = i23;
			5'b11000 : o = i24;
			5'b11001 : o = i25;
			5'b11010 : o = i26;
			5'b11011 : o = i27;
			5'b11100 : o = i28;
			5'b11101 : o = i29;
			5'b11110 : o = i30;
			5'b11111 : o = i31;
			default : o = 1'bx;
		endcase
	end
endmodule
module lab3_register (L, Q, D, R, clock);
	parameter N = 32;
	output reg [N-1:0]Q;
	input [N-1:0]D;
	input L;
	input R;
	input clock;
	always @(posedge clock or posedge R) 
	begin
		if(R)
			Q <= 0;
		else if(L)
			Q<= D;
		else 
			Q <= Q;
	end
endmodule	
```
**/design/flow/constraint.sdc**
```tcl
current_design lab3_combined

set clk_period 5.5
set clk_io_pct 0.2

create_clock -name clk0 -period $clk_period [get_ports {clock}]

set non_clock_inputs [all_inputs -no_clocks]
set_input_delay [expr $clk_period * $clk_io_pct] -clock clk0 $non_clock_inputs
set_output_delay [expr $clk_period * $clk_io_pct] -clock clk0 [all_outputs]
```
**/design/flow/run.sh**
```bash
#!/bin/bash
# OpenROAD 26Q1-2900-gdf79404cd8, Yosys 0.63+post, stock flow scripts
make -C /OpenROAD-flow-scripts/flow DESIGN_CONFIG=/design/flow/config.mk WORK_HOME=/design/flow/orfs finish
```
**/design/flow/config.mk**
```make
export PLATFORM = sky130hd
export DESIGN_NAME = lab3_combined
export DESIGN_NICKNAME = lab3_combined
export VERILOG_FILES = /design/flow/design.v
export SDC_FILE = /design/flow/constraint.sdc
export NUM_CORES = 4
export LEC_CHECK = 1
export CORE_UTILIZATION = 50
```
==> qor.csv <==
metric,value,unit
Int Pwr,2.105,mW
Cells after Synth,810,
synthesized area per cell,10.31,um2
final wirelength,31760,um
fillcell total,1368,
yosys aoi share,12.80,%
IO Pins,114,
cts hold-fix bufs,0,
Post-CTS Resized,0,
clock sink count,128,
status,completed,
Finish-stage setup viols,0,
Leakage,3.999,nW
Top logic family,multiplexers,
ys flop type,dfrtp_1,
slowest CP cell,clkdlybuf4s50_1,
initial antenna violation count,1,
Worst-path clk slew,0.06,ns
fa+ha+maj area frac,0,%
most frequent cells in the layout,"mux2_2 (150), dfrtp_1 (128), conb_1 (56)",
Reg2Reg Setup Slack,4.57,ns
global-route wire length before repair,47210,um
Distinct lib cells used,68,
grt ovf,0,
P per Cell Area,333.4,nW/um2
FP Core Util,51.80,%
crit-path max FO,14,
Commonest Layout Cell,mux2_2,
worst r2r path cells,1,
drt wl/cell,29.73,um
post-place instance area,8703,um2
Final ANT Viol Nets,0,
Vias,7074,
vias per std cell,6.624,
"mux frac, synth",23.17,%
sequential power share,43.8,%
Max Cap Viol,0,
die area,17220,um2
Post-Syn Area,8348,um2
# rows,46,
CP Class,primary input to output pin,
Layout area overhead,11.29,%
DRC,0,
Reg-to-Reg Start,inst31.Q[2]$_DFFE_PP0P_,
yosys warns,69,
yosys stat area,8348,um2
cycle use final,94.30,%
Critical R2R Capture,inst31.Q[2]$_DFFE_PP0P_,
vias in the first global route,6931,
f_max,0.1928,GHz
Comb pwr share,20.1,%
initial drt markers,858,
tool warnings,53,
Net Sw Frac,32.06,%
crit path capture type,output pin,
placed wire-length estimate,23530,um
Hold Path Class,flop to flop,
clk buf depth,2,
Clk pwr share,36.1,%
crit path to,o[3],
Die Y-Extent,131.2,um
clk latency late pin,0.42,ns
CTS tree,built,
Critical path origin,s[0],
largest net degree at the start of global routing,53,
Worst Path Arrival,4.09,ns
CP peak stage delay,0.75,ns
xor/xnor share,0,%
ys cells,810,
Tmin final,5.187,ns
async set-or-reset flop fraction in the synthesized netlist,100.0,%
drt first pass iters,5,
cell mode on critical path,clkdlybuf4s50_1,
"IR drop worst, VDD",0.0003616,V
CP Launch Type,primary input,
Fin. Hold Viols,0,
number of H-tree levels,4,
Min Hold Slack,0.5298,ns
GRT Total Usage,39.41,%
routability cong.,1.097,
post-route cell area,9290,um2
CTS Root Cell,clkbuf_16,
Clock Skews,0,ns
ratio of cells with drive above 1 in the final layout,27.03,%
setup bufs post-CTS,0,
net switching power,993.0,uW
hold path cells,1,
Port Buffers,29,
TritonCTS Buffers,17,
worst-path cell chain,clkdlybuf4s50_1 > buf_4 > nor2_1 > a22oi_1 > o22ai_1 > a211oi_1 > a31oi_1 > clkdlybuf4s50_1,
"EDFF count, synth",0,
Post-synth seq share,38.37,%
worst-margin pin slew,1.074,ns
Die Wd,131.2,um
TNS Setup,0,ns
floorplan core area,16120,um2
CP Data Required Time,4.40,ns
Post-synth regs,128,
Worst slew margin,27.86,%
Final Slew Violations,0,
RSZ-0062 raised after global routing,false,
Basic Gates by Area,15.84,%
[how the worst min path moves through the flow]
stage / startpoint / endpoint / slack, ns
4_1_cts: inst20.Q[0]$_DFFE_PP0P_ / inst20.Q[0]$_DFFE_PP0P_ / 0.53
5_1_grt: inst20.Q[0]$_DFFE_PP0P_ / inst20.Q[0]$_DFFE_PP0P_ / 0.55
6_report: inst20.Q[0]$_DFFE_PP0P_ / inst20.Q[0]$_DFFE_PP0P_ / 0.53
[per-stage QoR]
stage | setup slack (ns) | instances | utilization, % | total power, mW
2_1_floorplan | 0.9874 | 865 | - | 1.673
3_3_place_gp | 0.4628 | 1035 | 54.01 | 1.950
3_5_place_dp | 0.4774 | 1035 | 54.01 | 1.958
4_1_cts | 0.4762 | 1067 | 57.63 | 3.085
5_1_grt | 0.2981 | 1067 | 57.63 | 3.205
6_report | 0.3132 | 1068 | 57.65 | 3.098
[per-layer routing]
| layer | global-route usage (%) | wire (um) | up-vias | part of all wire, % |
|---|---|---|---|---|
| li1 | - | - | 2984 | - |
| met1 | 57.06 | 12900 | 3557 | 41 |
| met2 | 55.82 | 13680 | 453 | 43 |
| met3 | 15.58 | 3884 | 80 | 12 |
| met4 | 12.16 | 1283 | 0 | 4.0 |
| met5 | 0 | 0 | - | 0 |
[power groups by stage]
stage | clock, mW | combinational (mW) | sequential, mW
finish | 1.12 | 0.623 | 1.36
global route | 1.18 | 0.662 | 1.37
CTS | 1.13 | 0.611 | 1.34
[worst max-delay path, delay by kind of cell]
| kind | cells | cell delay, ns |
|---|---|---|
| AND-OR/OR-AND | 4 | 0.83 |
| buffers and inverters | 3 | 1.61 |
| AND/OR/NAND/NOR | 1 | 0.52 |
[cell usage after synthesis, types with 5 or more instances]
| master | count | share of area, % |
|---|---|---|
| a21oi_1 | 11 | 0.66 |
| a221oi_1 | 5 | 0.52 |
| a22oi_1 | 18 | 1.6 |
| a31oi_1 | 21 | 1.6 |
| a32o_1 | 9 | 1.1 |
| a32oi_1 | 8 | 0.84 |
| and3_1 | 13 | 0.97 |
| and3b_1 | 10 | 1.0 |
| buf_2 | 25 | 1.5 |
| buf_4 | 69 | 6.2 |
| clkbuf_1 | 16 | 0.72 |
| dfrtp_1 | 128 | 38 |
| inv_1 | 12 | 0.54 |
| mux2_2 | 150 | 20 |
| mux2i_1 | 20 | 2.4 |
| nand2_1 | 41 | 1.8 |
| nand2b_1 | 10 | 0.75 |
| nand3_1 | 32 | 1.9 |
| nand3b_1 | 9 | 0.81 |
| nand4_1 | 16 | 1.2 |
| nor2_1 | 38 | 1.7 |
| nor2b_1 | 20 | 1.5 |
| nor3_1 | 11 | 0.66 |
| nor3b_1 | 9 | 0.81 |
| nor4_1 | 5 | 0.37 |
| o21ai_0 | 21 | 1.3 |
| o32ai_1 | 5 | 0.52 |
[logic make-up after synthesis]
logic type | count (synthesis)
muxes | 172
and+or+nand+nor | 236
AOI/OAI and AO/OA | 144
buffers and inverters | 129
DFF | 128
other | 1
[layout make-up]
type	count	area, um2	area share (%)
inverter	13	51.30	0.5522
clock inverter	15	158.9	1.710
timing repair buffer	70	638.1	6.869
multi-input combinational	608	4541	48.88
clock buffer	17	425.4	4.579
sequential	128	3203	34.48
antenna	1	2.502	0.02694
tap	216	270.3	2.909
Power is estimated from default activity; no workload was simulated.
